[flow/run.sh]
#!/bin/bash
# OpenROAD 26Q1-2900-gdf79404cd8, Yosys 0.63+post, stock flow scripts
make -C /OpenROAD-flow-scripts/flow DESIGN_CONFIG=/design/flow/config.mk WORK_HOME=/design/flow/orfs finish
[flow/design.v]
package definitions_pkg;
    typedef logic        [ 3:0] uword_t;
    typedef logic signed [ 3:0] sword_t;
  typedef enum logic [2:0] {ADD, SUB, MULT, DIV} op_t;
  typedef enum logic {UNSIGNED, SIGNED} operand_type_t;
  typedef union packed {
    uword_t u_data;
    sword_t s_data;
  } data_t;
  typedef struct packed {
    op_t            opcode;
    operand_type_t  op_type;
    data_t          op_a;
    data_t          op_b;
  } instruction_t;
endpackage: definitions_pkg
module alu 
 import definitions_pkg::*;    
(input  logic         clk, rstN,
 input  instruction_t iw,          
 output data_t        alu_out      
);
  timeunit 1ns; timeprecision 1ns;
  always_ff @(posedge clk or negedge rstN)  
    if (!rstN)                              
      alu_out <= '0;
    else begin: alu_operations 
      if (iw.op_type == SIGNED) begin: signed_ops 
        case (iw.opcode)
          ADD : alu_out.s_data <= iw.op_a.s_data
                                  + iw.op_b.s_data;
          SUB : alu_out.s_data <= iw.op_a.s_data
                                  - iw.op_b.s_data;
          MULT: alu_out.s_data <= iw.op_a.s_data
                                  * iw.op_b.s_data;
          DIV : alu_out.s_data <= iw.op_a.s_data
                                  / iw.op_b.s_data;
        endcase 
      end: signed_ops 
      else begin: unsigned_ops 
        case (iw.opcode)
          ADD : alu_out.u_data <= iw.op_a.u_data
                                  + iw.op_b.u_data;
          SUB : alu_out.u_data <= iw.op_a.u_data
                                  - iw.op_b.u_data;
          MULT: alu_out.u_data <= iw.op_a.u_data
                                  * iw.op_b.u_data;
          DIV : alu_out.u_data <= iw.op_a.u_data
                                  / iw.op_b.u_data;
        endcase 
      end: unsigned_ops 
    end: alu_operations 
endmodule: alu
[flow/constraint.sdc]
current_design alu

set clk_period 1.0
set clk_io_pct 0.2

create_clock -name clk0 -period $clk_period [get_ports {clk}]

set non_clock_inputs [all_inputs -no_clocks]
set_input_delay [expr $clk_period * $clk_io_pct] -clock clk0 $non_clock_inputs
set_output_delay [expr $clk_period * $clk_io_pct] -clock clk0 [all_outputs]
[flow/config.mk]
export PLATFORM = sky130hd
export DESIGN_NAME = alu
export DESIGN_NICKNAME = alu
export VERILOG_FILES = /design/flow/design.v
export SDC_FILE = /design/flow/constraint.sdc
export NUM_CORES = 4
export LEC_CHECK = 1
export CORE_AREA = 10 10 94 94
export DIE_AREA = 0 0 104 104
export SYNTH_HDL_FRONTEND = slang
==> out/writeup.txt <==
For the initial antenna violation count, the log shows 0. The reg-to-reg critical path endpoint was alu_out[3]$_DFFE_PN0P_. The cell sitting at the root of the clock tree is a clkbuf_8. More flip-flops sit in one register than any other, and that register is alu_out. The logs give 1.09 ns for the required time of the critical path and 0.00175 W for the cell-internal power. According to the dpl log, the detail-placed design has an HPWL of 2920 µm. Prevailing post-synth register cell: dfrtp_1.

Per the detail_route report, routed wire per instance is 11.1 µm. The flip-flop count of the largest register, all copies and words added came out at 4. After synthesis, the chip area reported by Yosys is 0.00130 mm². The tools report the via count of the first global-routing pass as 1500. As logged by OpenROAD, the buffers inserted on ports number 17. The tools report the final core utilization as 35.9%. With the routed wire length at 4000 µm, the fraction of the yosys area taken by sequential cells is 7.71%. The final estimated routing congestion in global placement was 0.843. The switching component of the power was 0.00104 W; the height of the die was 104 µm. In the routed netlist, the antenna diode instances number 0. STA lists the startpoint of the worst register-to-register path as alu_out[3]$_DFFE_PN0P_. The tools report the H-tree depth as 1. The power report shows net switching accounting for 37.2% of the total. For the remaining antenna violation count after routing, the log shows 0. The run gives 3 as the CTS buffer count. In the Yosys report the total cell count is 166. The run gives -14.69 ns as the setup TNS after final layout. Subtracting the final worst setup slack from the clock period gives 4.76 ns.

With the number of flops mapped to enable cells by yosys at 0, the total count of hold-check failures in the final report is 0. The worst register-to-register path has a setup slack of 0.08 ns. Per the finish-stage timing summary, setup violations number 4. The biggest fanout along the worst timing path came out at 4. The count of cell types in the netlist is 42, and the first-pass GRT wire length is 7120 µm. The biggest area contributor in the post-synthesis netlist is ha_1. The number of hold buffers added after CTS was 0. Setup repair after global routing could not meet its margin everywhere.

For the clock sink count, the log shows 4. Of the available clock period, the critical path in the final layout requires 476%. The cell count after synthesis was 166.

Synthesis inferred 4 register bits. The part of the total power dissipated in sequential elements was 7.8%. The run finished, with violations left. The area fraction of the largest cell type after synthesis is 26.0%. The leakage dissipation came out at 1.15 nW. The design draws 0.00279 W. Including well taps, the total number of placed cells is 328. The combined area of the multi-input logic cells was 0.00136 mm². The arrival time at the worst endpoint was 4.85 ns. Per the timing report, the achievable frequency comes out to 210 MHz. The count of pins over their slew limit came out at 0.

The fraction of the core area occupied by cells at floorplan was 19.0%. The cell count of the worst reg-to-reg path is 3. TritonCTS built the clock tree. Pin placement for this block handled 18 I/O pins. Worst min-delay path class: input pin to asynchronous set/reset pin.

The start-to-end type of the worst setup path was input pin to flip-flop. For this run, the number of standard cells in the final layout without fillers is 361. The count of synthesis-stage warnings from yosys is 0. The number of DRC markers after the initial detailed-route iteration was 54.

The width of the chip is 104 µm. The tools report the maximum vdd drop as 0.419 mV. On the final layout, the worst clock skew is 0 ns.

Global routing consumed, over all layers together, 7.46% of the routing resources. Ranked by total cell area, the synthesized netlist is headed by ha_1 (26%), dfrtp_1 (7.7%), xnor2_1 (7.4%), nor2_1 (5.8%), xor2_1 (4.7%). In this run the deepest clock path goes through 2 buffers. Element type at the critical path start: an input pin.

The final reports fail on negative setup slack. The share of total power in the clock network is 11.9%, and the largest net degree at the start of global routing is 10. The power per cell area was 1140 mW/mm²; the count of max-cap constraint violations was 0. The setup slack of the critical path after layout is -3.76 ns.

The via density per instance is 4.03. Per the post-CTS timing run, clock transition at the registers of the reported paths is 0.03 ns. After synthesis, the share of flip-flops with an asynchronous set or reset is 100%. With the area taken by flip-flops and latches at 100 µm², the length of the first detailed-routing pass in iterations is 4.

The average instance in the mapped netlist occupies 7.82 µm². The final layout report lists a filler cell count of 684. The fraction of layout instances using a drive strength above 1 came out at 50.6%. Across all stage logs, warnings added up to 32. The logs give 0 for the aggregate global routing overflow and 0.21 ns for the clock insertion delay at the later pin of the skew report. Per the detail_route report, the via count comes to 1456. STA classifies the critical path endpoint as a flip-flop.

The netlist area before placement was 0.00130 mm². For the number of design rule violations left after detail routing, the log shows 0. The relative area change from synthesis to final layout works out to 88.9%. The run gives 30 as the number of placement rows. Combinational logic burns 80.3% of the power. The registers reported with the highest flop counts are alu_out: 4 flops. The tools report the chip area as 0.0108 mm².

The core region is 0.00683 mm².
[placed cells by master, fill, tap and decap left out, types with 4 or more instances in the layout]
master	n
xnor2_1	10
dfrtp_1	4
inv_1	9
ha_4	8
xor2_1	7
ha_1	18
a21oi_2	7
nand2_1	12
mux2_4	4
buf_4	82
mux2i_1	5
clkdlybuf4s50_1	4
nor2b_1	4
nor2_1	18
[through the flow]
stage                     instance area [µm²]  worst slack (ns)  hold WS, ns
after global placement                   2070             -4.43        0.415
after detailed placement                 2070             -4.50        0.412
after floorplan                          1400             -3.85      -0.0956
final                                    2450             -3.76        0.191
after CTS                                2420             -3.67        0.185
after global routing                     2450             -4.04        0.196
[what timing repair did]
action                     4_1_cts  5_1_grt
gates resized                   42       15
setup buffers                   32        1
setup endpoints to repair        8        7
pin swaps                       28       20
[kinds of logic (layout without fill, tap and decap cells)]
| group | Yosys count | after routing | synth area share, % |
|---|---|---|---|
| AOI/OAI and AO/OA | 34 | 34 | 18.7 |
| DFF | 4 | 4 | 7.71 |
| adders and majority gates | 28 | 28 | 27.6 |
| other | 2 | 2 | 0.578 |
| muxes | 11 | 11 | 9.25 |
| xor gates and xnor gates | 18 | 18 | 12.1 |
| and+or+nand+nor | 52 | 52 | 19.0 |
| buffers and inverters | 17 | 116 | 5.11 |
[synthesized netlist by cell type, types with 3 or more instances]
master	n
mux2_2	4
o21ai_0	3
nor2_1	20
xor2_1	7
o21a_1	4
ha_1	27
a21oi_1	8
mux2i_1	6
xnor2_1	11
nor3_1	3
nand2_1	14
nor2b_1	4
dfrtp_1	4
inv_1	12
[routing by layer]
layer  part of all wire [%]  global-route usage [%]  vias to the layer above
li1                       -                       -                      778
met4                   0.20                   0.497                        0
met5                      0                       0                        -
met3                    2.2                   0.564                        2
met1                     52                    10.7                      659
met2                     45                    12.4                       17
[power groups by stage]
| stage | logic, W | clock network [W] | registers, W |
|---|---|---|---|
| CTS | 0.00219 | 0.000346 | 0.000220 |
| global route | 0.00250 | 0.000359 | 0.000228 |
| finish | 0.00224 | 0.000332 | 0.000219 |
[cell type report]
class / instances / share of cell area (%)
inverters: 13 / 2.14
flip-flops and latches: 4 / 4.08
multi-input cells: 145 / 55.3
clock buffers: 3 / 1.68
repair buffers: 100 / 31.9
well taps: 96 / 4.90
[how the worst max path moves through the flow]
stage	from	slack, ns	cells after the start	to
final	iw[0]	-3.76	27	alu_out[1]$_DFFE_PN0P_
after global routing	iw[0]	-4.04	29	alu_out[1]$_DFFE_PN0P_
after CTS	iw[0]	-3.67	27	alu_out[1]$_DFFE_PN0P_
[critical path, stage by stage]
cell and delay, ns:
buf_8 0.08, clkinvlp_4 0.09, ha_4 0.29, mux2i_4 0.07, ha_4 0.23, a21oi_2 0.12, nor2_1 0.05, o22a_1 0.25
ha_4 0.25, o21a_1 0.11, o21a_1 0.23, o21ai_4 0.21, mux2_4 0.34, ha_4 0.30, nand2b_4 0.06, o2bb2ai_4 0.12
a21oi_2 0.17, buf_4 0.16, mux2_4 0.31, ha_4 0.15, a21o_1 0.18, a31oi_2 0.17, ha_1 0.26, nor2_1 0.09
a21oi_1 0.05, a211oi_1 0.20, o31ai_1 0.10
Power is estimated from default activity; no workload was simulated.
